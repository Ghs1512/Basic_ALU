==> flow/design.v <==
module alu_system (
    input clk,
    input reset,
    input load,               
    input [1:0] sel,          
    input [3:0] data_in,      
    input [1:0] A, B,         
    input alu_sel,            
    output [6:0] ssd,         
    output [4:0] result_out   
);
    wire [3:0] pipo_out;
    wire [2:0] mod5_out;
    wire [4:0] alu_out;
    wire [6:0] ssd_out;
    pipo_4bit u_pipo (
        .clk(clk), .reset(reset), .load(load),
        .data_in(data_in), .data_out(pipo_out)
    );
    mod5counter u_mod5 (
        .clk(clk), .reset(reset), .out(mod5_out)
    );
    ALU_4A_2B u_alu (
        .A(A), .B(B), .sel(alu_sel), .P(alu_out)
    );
    bcd_2_ssd u_bcd (
        .BCD(data_in), .SSD(ssd_out)
    );
    operation_mux u_mux (
        .ssd_out(ssd_out), .mod5_out(mod5_out), .pipo_out(pipo_out),
        .alu_out(alu_out), .sel(sel), .ssd(ssd), .result_out(result_out)
    );
endmodule
module pipo_4bit (
    input clk,
    input reset,
    input load,
    input [3:0] data_in,
    output reg [3:0] data_out
);
    always @(posedge clk or posedge reset) begin
        if (reset)
            data_out <= 4'b0000;
        else if (load)
            data_out <= data_in;
    end
endmodule
module mod5counter (
    input clk,
    input reset,
    output reg [2:0] out
);
    always @(posedge clk or posedge reset) begin
        if (reset)
            out <= 3'b000;
        else if (out == 3'd4)
            out <= 3'b000;
        else
            out <= out + 1;
    end
endmodule
module ALU_4A_2B (
    input [1:0] A,
    input [1:0] B,
    input sel,             
    output [4:0] P         
);
    wire [3:0] A_shifted = {A, 2'b00};      
    wire [3:0] B_shifted = {B, 1'b0};       
    wire [4:0] B_ext = {1'b0, B_shifted};   
    wire [4:0] B_twos = ~B_ext + 1'b1;      
    wire [4:0] operand = sel ? B_twos : B_ext;
    assign P = {1'b0, A_shifted} + operand;
endmodule
module bcd_2_ssd (
    input [3:0] BCD,
    output [6:0] SSD
);
    assign SSD[0] = BCD[3] | BCD[1] | (BCD[2] & BCD[0]) | (~BCD[1] & ~BCD[0]);
    assign SSD[1] = (~BCD[1]) | (~BCD[2] & ~BCD[0]) | (BCD[2] & BCD[1]);
    assign SSD[2] = BCD[1] | (~BCD[2]) | BCD[0];
    assign SSD[3] = BCD[3] | (~BCD[1] & ~BCD[0]) | (~BCD[1] & BCD[2]) | (BCD[0] & ~BCD[2]);
    assign SSD[4] = (~BCD[1] & ~BCD[0]) | (BCD[2] & ~BCD[0]);
    assign SSD[5] = BCD[3] | (~BCD[1] & ~BCD[2]) | (BCD[1] & ~BCD[0]) | (~BCD[2] & ~BCD[0]);
    assign SSD[6] = BCD[3] | (~BCD[2] & ~BCD[1]) | (BCD[0] & BCD[2]) | (BCD[1] & ~BCD[0]);
endmodule
module tb_alu_system;
    reg clk;
    reg reset;
    reg load;
    reg [3:0] data_in;
    reg [1:0] A, B;
    reg alu_sel;
    reg [1:0] sel;
    wire [6:0] ssd;
    wire [4:0] result_out;
    alu_system uut (
        .clk(clk), .reset(reset), .load(load), .data_in(data_in),
        .A(A), .B(B), .alu_sel(alu_sel), .sel(sel), .ssd(ssd), .result_out(result_out)
    );
    always begin
        #5 clk = ~clk;
    end
    initial begin
        clk = 0;
        reset = 0;
        load = 0;
        data_in = 4'b0000;
        A = 2'b00;
        B = 2'b00;
        alu_sel = 0;
        sel = 2'b00;
        reset = 1; #10; reset = 0;
        sel = 2'b00; load = 1; data_in = 4'b1010; #10;
        load = 0; #10;
        sel = 2'b00; data_in = 4'b0000; load = 0; #10;
        sel = 2'b01; A = 2'b10; B = 2'b01; alu_sel = 0; #10;
        A = 2'b00; B = 2'b00; alu_sel = 0; #10;
        sel = 2'b01; A = 2'b11; B = 2'b01; alu_sel = 1; #10;
        A = 2'b00; B = 2'b00; alu_sel = 0; #10;
        sel = 2'b10;
        #50;   
        sel = 2'b00; #10;
        sel = 2'b11; data_in = 4'b0111; #10;
        data_in = 4'b0000; #10;
    end
    initial begin
        $monitor("Time=%0t | Reset=%b | Load=%b | Data_in=%b | A=%b | B=%b | ALU_Sel=%b | Sel=%b | Result=%b | SSD=%b",
                  $time, reset, load, data_in, A, B, alu_sel, sel, result_out, ssd);
    end
endmodule
==> flow/run.sh <==
#!/bin/bash
# OpenROAD 26Q1-2900-gdf79404cd8, Yosys 0.63+post, stock flow scripts
make -C /OpenROAD-flow-scripts/flow DESIGN_CONFIG=/design/flow/config.mk WORK_HOME=/design/flow/orfs finish
==> flow/config.mk <==
export PLATFORM = sky130hd
export DESIGN_NAME = bcd_2_ssd
export DESIGN_NICKNAME = bcd_2_ssd
export VERILOG_FILES = /design/flow/design.v
export SDC_FILE = /design/flow/constraint.sdc
export NUM_CORES = 4
export LEC_CHECK = 1
export CORE_AREA = 10 10 70 70
export DIE_AREA = 0 0 80 80
==> flow/constraint.sdc <==
current_design bcd_2_ssd

set clk_period 1.0
set clk_io_pct 0.2

create_clock -name clk0 -period $clk_period

set non_clock_inputs [all_inputs -no_clocks]
set_input_delay [expr $clk_period * $clk_io_pct] -clock clk0 $non_clock_inputs
set_output_delay [expr $clk_period * $clk_io_pct] -clock clk0 [all_outputs]
==> flow_metrics.env <==
# implementation run metrics
export IMPL_status="finished, violations left"
export IMPL_violations="negative setup slack"
export IMPL_flops=0
export IMPL_via_per_inst=1.859
export IMPL_p_int_mw=0.05827
export IMPL_die_area_um2=6400
export IMPL_tool_warnings=34
export IMPL_grt_pass1_vias=128
export IMPL_slew_headroom=0.9205
export IMPL_diodes=0
export IMPL_top_cells_by_area="nand3b_1 (21%), or3b_4 (16%), mux2i_1 (14%), a21o_1 (10%), or3_2 (10%)"
export IMPL_cts_hold_repair_buffers=0
export IMPL_fp_row_count=21
export IMPL_antenna_left=0
export IMPL_regArea_um2=0
export IMPL_fp_dieH_um=80
export IMPL_switching_power_mw=0.02293
export IMPL_leakage_nw=0.1135
export IMPL_gp_congestion=0.6999
export IMPL_timing_final_hold_violations=0
export IMPL_antenna_found_initial=0
export IMPL_grt_use_total=0.009467
export IMPL_drt_wl_total_um=368
export IMPL_setup_viol=4
export IMPL_portBuffers=11
export IMPL_dp_worst_setup_slack_ns=-0.8820
export IMPL_yosysTopAreaCellShare=0.2069
export IMPL_critical_path_class="in2out"
export IMPL_nClkBuffers=0
export IMPL_p_clk_frac=0
export IMPL_dr_pass1_iters=1
export IMPL_syn_avg_cell_area_um2=7.257
export IMPL_share_comb_of_total_power=1.000
export IMPL_ys_types=9
export IMPL_cp_end_kind="output port"
export IMPL_yosys_area_um2=72.57
export IMPL_fin_hold_ws_ns=0.6523
export IMPL_yosysWarnings=0
export IMPL_fin_ws_ns=-0.1567
export IMPL_switching_share=0.2824
export IMPL_path_max_fanout=3
export IMPL_core_um2=3416
export IMPL_ys_seq_share=0
export IMPL_worstPathRequired_ns=0.80
export IMPL_crit_path_start_kind="input port"
export IMPL_grt_overflow=0
export IMPL_drt_iter0_markers=0
export IMPL_min_path_type="in2out"
export IMPL_final_util=0.08169
export IMPL_worstPathArrival_ns=0.96
export IMPL_drc=0
export IMPL_ir_worst_vdd_uv=29.41
export IMPL_netlist_instances=10
export IMPL_grt_max_degree=6
export IMPL_p_per_area_nw_per_um2=291.0
export IMPL_drive_above_1_share=0.7200
export IMPL_wire_per_inst_um=5.183
export IMPL_initial_utilization=0.02125
export IMPL_n_fill_cell=402
export IMPL_syn2layout_area_growth_pct=284.5
export IMPL_max_slew_worst_pin_slew_ns=0.1160
export IMPL_maxCapViolations=0
export IMPL_max_freq_mhz=864.5
export IMPL_fin_crit_sh=1.157
export IMPL_grt_first_pass_wirelength_um=545
export IMPL_min_period_ns=1.157
export IMPL_vias=132
export IMPL_ios=11
export IMPL_die_x_um=80
export IMPL_yosysCellCount=10
export IMPL_drv_slew=0
export IMPL_rsz0062_at_grt="true"
export IMPL_dp_hpwl_um=294.4
export IMPL_top_area_cell="nand3b_1"
export IMPL_p_seq_frac=0
export IMPL_synth_area_um2=72.57
==> metal layers <==
layer,global-route usage,vias up,share of wire
met5,0,-,0
met4,0,0,0
met3,0.006818,0,0.28
met2,0.01204,11,0.29
met1,0.01318,55,0.42
li1,-,66,-
==> layout by cell type, fill, tap and decap left out, types with 2 or more instances in the layout <==
cell type / Yosys / routed
buf_2: 0 / 3
clkbuf_2: 0 / 2
buf_8: 0 / 3
buf_4: 0 / 3
buf_6: 0 / 3
nand3b_1: 2 / 2
==> metrics by stage <==
stage | TNS (ns) | instances | area [µm²] | power (mW)
after floorplan | 0 | 10 | 72.57 | 0.01445
after global placement | -4.990 | 70 | 262.8 | 0.07299
after detailed placement | -5.036 | 70 | 262.8 | 0.07337
after CTS | -0.2650 | 70 | 264.0 | 0.07333
after global routing | -0.3923 | 71 | 279.0 | 0.08830
final | -0.3269 | 71 | 279.0 | 0.08119
==> power by group through the flow <==
stage / logic (mW) / clock network, mW / registers [mW]
global route: 0.0883 / 0 / 0
CTS: 0.0733 / 0 / 0
finish: 0.0812 / 0 / 0
==> final timing paths <==
| kind | start | end | slack (ns) | depth (start not counted) |
|---|---|---|---|---|
| worst max-delay path | BCD[0] | SSD[6] | -0.16 | 4 |
| worst min-delay path | BCD[1] | SSD[3] | 0.65 | 3 |
==> cells in the mapped netlist, drive strengths merged <==
library cell / count
or3b: 1
a21oi: 1
or3: 1
nand3b: 2
mux2i: 1
a21o: 1
or2: 1
nand2b: 1
inv: 1
==> cell type report <==
class              instances  area (µm²)  share of cell area
inverters                  1       3.754             0.01345
multi-input cells          9       82.58              0.2960
well taps                 46       57.56              0.2063
repair buffers            15       135.1              0.4843
==> critical path, stage by stage <==
cell and delay (ns):
buf_8 0.10, or3b_4 0.39, a21o_1 0.16, buf_2 0.11
==> logic make-up after synthesis <==
family,Yosys count,share of synthesized area
AND-OR/OR-AND,2,0.1724
AND/OR/NAND/NOR,6,0.6380
buffers and inverters,1,0.05167
multiplexers,1,0.1379
==> timing repair <==
item | CTS | global route
buffers inserted | 0 | 1
gates resized | 43 | 6
endpoints found under the setup margin | 7 | 5
pin swaps | 2 | 1
Power and IR drop assume default switching activity.
